==> flow/design.v <==
`timescale 1ns / 1ps
module Audio (
    input wire clk,            
    input wire rst,
    input wire [7:0] note,     
    output reg PWM             
);
    reg [31:0] period_lut [0:127];
    reg [31:0] period = 0;
    reg [31:0] high_time = 0;
    reg [31:0] counter = 0;
    reg [7:0]  prev_note = 0;
    initial begin
        period_lut[12] = 32'd6115610;   
        period_lut[13] = 32'd5772367;   
        period_lut[14] = 32'd5448389;   
        period_lut[15] = 32'd5142594;   
        period_lut[16] = 32'd4853963;   
        period_lut[17] = 32'd4580858;   
        period_lut[18] = 32'd4325483;   
        period_lut[19] = 32'd4081632;   
        period_lut[20] = 32'd3854398;   
        period_lut[21] = 32'd3636363;   
        period_lut[22] = 32'd3432458;   
        period_lut[23] = 32'd3239437;   
        period_lut[24] = 32'd3057851;   
        period_lut[25] = 32'd2886053;   
        period_lut[26] = 32'd2724194;   
        period_lut[27] = 32'd2571197;   
        period_lut[28] = 32'd2427184;   
        period_lut[29] = 32'd2290830;   
        period_lut[30] = 32'd2162341;   
        period_lut[31] = 32'd2040816;   
        period_lut[32] = 32'd1923089;   
        period_lut[33] = 32'd1814058;   
        period_lut[34] = 32'd1712074;   
        period_lut[35] = 32'd1612903;   
        period_lut[36] = 32'd1524390;   
        period_lut[37] = 32'd1443375;   
        period_lut[38] = 32'd1366120;   
        period_lut[39] = 32'd1290322;   
        period_lut[40] = 32'd1219512;   
        period_lut[41] = 32'd1149425;   
        period_lut[42] = 32'd1086956;   
        period_lut[43] = 32'd1028806;   
        period_lut[44] = 32'd970873;    
        period_lut[45] = 32'd909091;    
        period_lut[46] = 32'd857143;    
        period_lut[47] = 32'd806451;    
        period_lut[48] = 32'd762195;    
        period_lut[49] = 32'd720720;    
        period_lut[50] = 32'd681818;    
        period_lut[51] = 32'd645161;    
        period_lut[52] = 32'd609756;    
        period_lut[53] = 32'd577367;    
        period_lut[54] = 32'd543478;    
        period_lut[55] = 32'd512821;    
        period_lut[56] = 32'd485437;    
        period_lut[57] = 32'd454545;    
        period_lut[58] = 32'd428571;    
        period_lut[59] = 32'd403226;    
        period_lut[60] = 32'd381679;    
        period_lut[61] = 32'd360721;    
        period_lut[62] = 32'd340909;    
        period_lut[63] = 32'd322581;    
        period_lut[64] = 32'd304878;    
        period_lut[65] = 32'd288184;    
        period_lut[66] = 32'd271739;    
        period_lut[67] = 32'd256410;    
        period_lut[68] = 32'd242718;    
        period_lut[69] = 32'd227273;    
        period_lut[70] = 32'd214286;    
        period_lut[71] = 32'd201613;    
        period_lut[72] = 32'd190839;    
        period_lut[73] = 32'd180361;    
        period_lut[74] = 32'd170455;    
        period_lut[75] = 32'd161290;    
        period_lut[76] = 32'd152439;    
        period_lut[77] = 32'd144928;    
        period_lut[78] = 32'd136986;    
        period_lut[79] = 32'd128205;    
        period_lut[80] = 32'd121359;    
        period_lut[81] = 32'd113636;    
        period_lut[82] = 32'd107143;    
        period_lut[83] = 32'd100807;    
        period_lut[84] = 32'd95420;     
        period_lut[85] = 32'd90180;     
        period_lut[86] = 32'd85227;     
        period_lut[87] = 32'd80402;     
        period_lut[88] = 32'd76220;     
        period_lut[89] = 32'd72165;     
        period_lut[90] = 32'd68306;     
        period_lut[91] = 32'd64102;     
        period_lut[92] = 32'd60606;     
        period_lut[93] = 32'd56818;     
        period_lut[94] = 32'd53571;     
        period_lut[95] = 32'd50403;     
        period_lut[96] = 32'd47719;     
    end
    always @(posedge clk or posedge rst) begin
        if (rst) begin
            period <= 0;
            high_time <= 0;
            prev_note <= 0;
        end else if (note != prev_note) begin
            prev_note <= note;
            if (note != 8'd0) begin
                period <= period_lut[note];
                high_time <= period_lut[note] >> 1;
            end else begin
                period <= 0;
                high_time <= 0;
            end
        end
    end
    always @(posedge clk or posedge rst) begin
        if (rst) begin
            counter <= 0;
            PWM <= 0;
        end else if (period == 0) begin
            counter <= 0;
            PWM <= 0;
        end else begin
            if (counter >= period - 1)
                counter <= 0;
            else
                counter <= counter + 1;
            PWM <= (counter < high_time);
        end
    end
endmodule
`timescale 1ns / 1ps
module MIDI_Interface #(
    parameter CLOCK_FREQ = 100_000_000,
    parameter BAUD_RATE = 9600
)(
    input wire clk,
    input wire reset,
    input wire uart_rx,
    output reg [7:0] midi_note = 0,
    output reg note_on = 0,
    output reg note_off = 0,
    output wire [7:0] debug_uart_byte,
    output wire debug_uart_ready
);
    localparam BIT_TICKS = CLOCK_FREQ / BAUD_RATE;
    reg [15:0] clk_count = 0;
    reg [3:0] bit_index = 0;
    reg [9:0] rx_shift = 10'b1111111111;
    reg [7:0] uart_byte = 0;
    reg uart_ready = 0;
    reg rx_busy = 0;
    assign debug_uart_byte = uart_byte;
    assign debug_uart_ready = uart_ready;
    always @(posedge clk or posedge reset) begin
        if (reset) begin
            clk_count <= 0;
            bit_index <= 0;
            rx_shift <= 10'b1111111111;
            uart_ready <= 0;
            rx_busy <= 0;
        end else begin
            uart_ready <= 0;
            if (!rx_busy && uart_rx == 0) begin
                rx_busy <= 1;
                clk_count <= BIT_TICKS / 2;
                bit_index <= 0;
            end else if (rx_busy) begin
                if (clk_count == 0) begin
                    rx_shift[bit_index] <= uart_rx;
                    bit_index <= bit_index + 1;
                    clk_count <= BIT_TICKS - 1;
                end else begin
                    clk_count <= clk_count - 1;
                end
                if (bit_index == 9 && clk_count == 0) begin
                    uart_byte <= rx_shift[8:1];
                    uart_ready <= 1;
                    rx_busy <= 0;
                end
            end
        end
    end
    reg [1:0] midi_state = 0;
    reg [7:0] status_byte;
    always @(posedge clk or posedge reset) begin
        if (reset) begin
            midi_note <= 0;
            note_on <= 0;
            note_off <= 0;
            midi_state <= 0;
            status_byte <= 0;
        end else begin
            note_on <= 0;
            note_off <= 0;
            if (uart_ready) begin
                case (midi_state)
                    0: begin
                        if (uart_byte[7]) begin
                            status_byte <= uart_byte;
                            if (uart_byte[7:4] == 4'b1001 || uart_byte[7:4] == 4'b1000)
                                midi_state <= 1;
                        end
                    end
                    1: begin
                        if (status_byte[7:4] == 4'b1001) begin
                            midi_note <= uart_byte;
                            note_on <= 1;
                        end else if (status_byte[7:4] == 4'b1000) begin
                            midi_note <= 0;
                            note_off <= 1;
                        end
                        midi_state <= 2;
                    end
                    2: midi_state <= 0;
                endcase
            end
        end
    end
endmodule
`timescale 1ns / 1ps
module MIDI_Top (
    input wire clk,            
    input wire reset,
    input wire uart_rx,        
    output wire audio_pwm,      
    output wire [7:0] midi_note  
);
    wire note_on;
    wire note_off;
    MIDI_Interface #(
        .CLOCK_FREQ(100_000_000),
        .BAUD_RATE(9600)
    ) midi_rx (
        .clk(clk),
        .reset(reset),
        .uart_rx(uart_rx),
        .midi_note(midi_note),
        .note_on(note_on),
        .note_off(note_off),
        .debug_uart_byte(),
        .debug_uart_ready()
    );
    Audio audio_out (
        .clk(clk),
        .rst(reset),
        .note(midi_note),
        .PWM(audio_pwm)
    );
endmodule
==> flow/run.sh <==
#!/bin/bash
# OpenROAD 26Q1-2900-gdf79404cd8, Yosys 0.63+post, stock flow scripts
make -C /OpenROAD-flow-scripts/flow DESIGN_CONFIG=/design/flow/config.mk WORK_HOME=/design/flow/orfs finish
==> flow/config.mk <==
export PLATFORM = sky130hd
export DESIGN_NAME = MIDI_Top
export DESIGN_NICKNAME = MIDI_Top
export VERILOG_FILES = /design/flow/design.v
export SDC_FILE = /design/flow/constraint.sdc
export NUM_CORES = 4
export LEC_CHECK = 1
export CORE_UTILIZATION = 40
==> flow/constraint.sdc <==
current_design MIDI_Top

set clk_period 7.1
set clk_io_pct 0.2

create_clock -name clk0 -period $clk_period [get_ports {clk}]

set non_clock_inputs [all_inputs -no_clocks]
set_input_delay [expr $clk_period * $clk_io_pct] -clock clk0 $non_clock_inputs
set_output_delay [expr $clk_period * $clk_io_pct] -clock clk0 [all_outputs]
==> Implementation_results.wiki <==
== Metrics ==
{| class="wikitable"
! Metric !! Value
|-
| Outcome || finished clean
|-
| Num CTS Buffers || 17
|-
| Antenna violations before repair || 0
|-
| Layout fillers || 2200
|-
| Endpoint with the worst hold slack || midi_rx.status_byte[7]
|-
| Cell depth of the worst flop-to-flop path || 13
|-
| Final min period || 4350 ps
|-
| Estimated wirelength of the detail-placed design || 18900 um
|-
| Hold path startpoint || midi_rx.status_byte[7]
|-
| Synthesis-to-layout area growth || 9.67%
|-
| Total vias in the final route || 8543
|-
| Critical register-to-register path startpoint || audio_out.period[0]
|-
| Number of gates resized after cts || 0
|-
| Maximum number of pins on one net before global-route repair || 69
|-
| VDD IR-drop max || 137 uV
|-
| Clock Tree Buf Depth || 2
|-
| Worst hold path depth || 1
|-
| Total I/O pin count || 12
|-
| Combinational gate area || 5970 um2
|-
| Core area || 22900 um2
|-
| CTS clk-pin slew, worst paths || 50 ps
|-
| Kind of start point of the critical path || flop
|-
| Worst max-slew margin expressed relative to the limit || 0.429
|-
| Crit path DAT || 4670 ps
|-
| Count of different cell masters after synthesis || 81
|-
| Final Setup Violations || 0
|-
| Highest-delay cell along the critical path || a2111oi_1
|-
| Initial Util || 0.413
|-
| Weighted congestion at the end of routability-driven global placement || 0.968
|-
| I/O Buffers || 11
|-
| Maximum fanout along the worst path || 31
|-
| Endpoint class of the critical path || flop
|-
| Worst-Margin Slew || 855 ps
|-
| Synth Instances || 1165
|-
| Number of vias per cell || 5.88
|-
| Setup clock skew after layout || 10.9 ps
|-
| Top cells excl fill/tap || nand2_1, nor2_1, o21ai_0, dfrtp_1, ha_1
|-
| Storage element area || 2960 um2
|-
| Synthesis-stage register bit count || 116
|-
| P_leak || 0.00424 uW
|-
| Maximum cell stage delay along the critical path || 610 ps
|-
| Share of final-layout standard cells stronger than drive strength 1 || 0.0755
|-
| First-pass GRT wire length || 44200 um
|-
| Violation count after the first detailed-routing iteration || 913
|-
| Power density over cell area || 173 nW/um2
|-
| Fin. Hold Viols || 0
|-
| Insertion Delay late pin || 420 ps
|-
| Maxcap violations || 0
|-
| Vias in the first global route || 8082
|-
| Syn avg cell area || 8.13 um2
|-
| Dominant register cell in the synthesized netlist || dfrtp_1
|-
| Endpoint of the most critical register-to-register path || audio_out.counter[10]
|-
| Required time of the worst setup path || 7420 ps
|-
| Vert. Die Dim || 156 um
|-
| Wirelength per Cell || 18.5 um
|-
| EDFF count, synth || 8
|-
| Final WL || 26900 um
|-
| Pins over their slew limit || 0
|-
| Setup repair after global routing missed its margin || no
|-
| Clk sinks || 116
|-
| Congestion Overflow GR || 0
|-
| Critical setup path kind || flop to flop
|-
| Hold/Removal Path Class || flop to flop
|-
| Remaining antenna violation count || 0
|-
| Die outline width || 156 um
|-
| Count of standard-cell rows || 55
|-
| CP top delay family || simple AND/OR/NAND/NOR gates
|-
| Yosys stat cell total || 1165
|-
| TritonCTS clock tree || yes
|-
| H-tree depth || 4
|-
| Async set-or-reset flop fraction in the synthesized netlist || 0.931
|-
| Upper clock frequency limit || 230 MHz
|-
| Fraction of the yosys area taken by sequential cells || 0.312
|-
| Synthesis warning total || 2
|-
| Worst R2R Setup Slack || 2750 ps
|-
| Post-Route Setup TNS || 0 ps
|-
| DRC violations left || 0
|-
| Final Power || 1790 uW
|-
| Synthesized chip area reported by yosys || 9470 um2
|-
| Area of the mapped netlist || 9470 um2
|-
| Worst Hold Margin || 471 ps
|-
| Most common cell after layout, fill and taps aside || nand2_1
|-
| Number of logged tool warnings || 45
|-
| Total track usage || 0.236
|-
| Post-CTS Hold Buffers || 0
|-
| Ordered cell list for the critical path || inv_1, ha_1, and3_1, nand4_1, or2_2, nor3_1, xnor2_1, ha_1, and4_1, a221o_1, a2111oi_1, nand2_2, nor2_1
|-
| Cell chosen for the clock root || clkbuf_16
|-
| Most frequent cell on the critical path || ha_1
|-
| Inserted Diodes || 0
|-
| Die area || 24300 um2
|-
| Post CTS Setup Buffer Count || 0
|-
| Iteration tally of the first detailed-router pass || 8
|-
| Period utilisation layout || 0.613
|-
| Count of buffer and inverter cells on the critical path || 1
|}
power by group:
group	switching, uW	leakage (uW)	total (uW)	internal (uW)
Combinational	70.2	0.00242	112	41.8
Clock	310	0.000323	938	629
Sequential	38.5	0.00150	743	704
Total	418	0.00424	1790	1370
registers in the layout (all words and copies together), names as in the netlist:
name and cells:
audio_out.counter 32, audio_out.period 22, midi_rx.clk_count 16, audio_out.prev_note 8
midi_rx.midi_note 8, midi_rx.rx_shift 8, midi_rx.uart_byte 8, midi_rx.bit_index 4
midi_rx.status_byte 4, midi_rx.midi_state 2, audio_out.PWM 1, audio_out.high_time 1
midi_rx.rx_busy 1, midi_rx.uart_ready 1
layout make-up:
cell class | count | area share
inverter | 51 | 0.0187
clock buffer | 21 | 0.0464
timing repair buffer | 25 | 0.0207
clock inverter | 11 | 0.0164
tap | 313 | 0.0377
multi-input combinational | 915 | 0.575
sequential | 116 | 0.285
cell families after synthesis:
kind of cell | synth area share
flops | 0.312
compound gates | 0.231
buf+inv | 0.0580
mux | 0.0116
xor+xnor | 0.0564
simple gates | 0.224
fa+ha+maj | 0.107
worst max path at each step:
stage,from,end,slack [ps],depth (start not counted)
after global routing,audio_out.period[4],audio_out.counter[21],2330,12
final,audio_out.period[0],audio_out.counter[10],2750,13
after CTS,audio_out.period[4],audio_out.counter[10],2700,12
layer usage:
| layer | part of all wire | track usage |
|---|---|---|
| met3 | 0.083 | 0.0557 |
| met5 | 0 | 0 |
| met2 | 0.44 | 0.351 |
| met1 | 0.46 | 0.360 |
| met4 | 0.019 | 0.0392 |
per-stage QoR:
stage	util	std cells	worst slack, ps	instance area [um2]
after global placement	0.425	1420	2890	9730
after CTS	0.453	1452	2700	10400
after floorplan	-	1165	2850	9470
after detailed placement	0.425	1420	2720	9730
final	0.453	1452	2750	10400
after global routing	0.453	1452	2330	10400
Yosys cell counts (all sizes together), types with 4 or more instances:
cell type | count | share of area
nand2 | 115 | 0.046
nor2 | 107 | 0.044
dfrtp | 100 | 0.26
o21ai | 100 | 0.053
ha | 81 | 0.11
a21oi | 79 | 0.042
clkbuf | 56 | 0.022
inv | 50 | 0.020
xnor2 | 43 | 0.040
nor3 | 35 | 0.019
nand3 | 34 | 0.018
buf | 27 | 0.016
nand4 | 27 | 0.019
o211ai | 24 | 0.019
a31oi | 20 | 0.013
nor4 | 19 | 0.018
xor2 | 18 | 0.017
or3 | 17 | 0.011
nand2b | 16 | 0.011
nor2b | 16 | 0.011
a211oi | 15 | 0.012
o31ai | 12 | 0.0095
or2 | 9 | 0.0059
and3 | 8 | 0.0053
dfstp | 8 | 0.022
edfxtp | 8 | 0.025
mux2 | 8 | 0.0095
a21o | 7 | 0.0056
a32o | 7 | 0.0074
o22ai | 7 | 0.0046
a211o | 6 | 0.0056
a221o | 6 | 0.0063
o41ai | 6 | 0.0056
and2 | 5 | 0.0033
and4 | 5 | 0.0046
o221ai | 5 | 0.0046
a311oi | 4 | 0.0037
a31o | 4 | 0.0037
o311ai | 4 | 0.0037
or4 | 4 | 0.0032
Power and IR drop assume default switching activity.
